==> /design/flow/design.v <==
module shiftreg #(parameter
    WIDTH = 8,
    LEFT = 0        
) (
  input                  clock_in,     
  input                  n_reset_in,   
  input                  shift_in,     
  input                  pload_in,     
  input                  sdata_in,     
  input      [WIDTH-1:0] pdata_in,     
  output reg [WIDTH-1:0] pdata_out,    
  output                 sdata_out,    
  output                 done1_out,    
  output                 done0_out     
);
reg [WIDTH-1:0] done_reg;
assign done1_out = ~done_reg[1];
assign done0_out = ~done_reg[0];
assign sdata_out = LEFT ? pdata_out[WIDTH-1] : pdata_out[0];
always @ (posedge clock_in, negedge n_reset_in) begin
  if (!n_reset_in) begin
    pdata_out <= 0;
    done_reg <= 0;   
  end
  else if (pload_in) begin
    pdata_out <= pdata_in;
    done_reg <= ~0;    
  end
  else if (shift_in) begin
    if (LEFT)  
      pdata_out <= (pdata_out << 1) | sdata_in;
    else    
      pdata_out <= {sdata_in, pdata_out} >> 1;
    done_reg <= done_reg >> 1;
  end
end
endmodule
==> /design/flow/run.sh <==
#!/bin/bash
# OpenROAD 26Q1-2900-gdf79404cd8, Yosys 0.63+post, stock flow scripts
make -C /OpenROAD-flow-scripts/flow DESIGN_CONFIG=/design/flow/config.mk WORK_HOME=/design/flow/orfs finish
==> /design/flow/config.mk <==
export PLATFORM = sky130hd
export DESIGN_NAME = shiftreg
export DESIGN_NICKNAME = shiftreg
export VERILOG_FILES = /design/flow/design.v
export SDC_FILE = /design/flow/constraint.sdc
export NUM_CORES = 4
export LEC_CHECK = 1
export CORE_AREA = 10 10 90 90
export DIE_AREA = 0 0 100 100
==> /design/flow/constraint.sdc <==
current_design shiftreg

set clk_period 1.5
set clk_io_pct 0.2

create_clock -name clk0 -period $clk_period [get_ports {clock_in}]

set non_clock_inputs [all_inputs -no_clocks]
set_input_delay [expr $clk_period * $clk_io_pct] -clock clk0 $non_clock_inputs
set_output_delay [expr $clk_period * $clk_io_pct] -clock clk0 [all_outputs]
==> notes.md <==
Item: results of the latest flow run.

- The number of warnings reported in the stage logs is 25.
- The static power due to leakage is between 0.4 and 0.5 nW.
- Summed over all instances, the cell type with the most area after synthesis is dfrtp_1.
- As logged by OpenROAD, the buffers inserted on ports number 23.
- The worst path meets setup with 90.1 ps of slack.
- The data arrival at the endpoint of the critical path is 1110 ps.
- The routed design has approximately 1700 um of wire.
- Per the GRT congestion report, total overflow comes to 0.
- The sum of net half-perimeters after detailed placement is 1280 um.
- The number of fill cells is between 600 and 700.
- The H-tree depth is 1.
- The final worst clock skew is 1.01 ps.
- The via count is roughly 540.
- The run finished with clean final reports.
- The repair_antennas step left the layout with diodes totalling 0.
- The area of the core is between 6000 and 7000 sq um.
- The final layout reports a setup TNS of 0 ps.
- Looking at the worst setup and hold paths, the clock pins of their registers show a slew of roughly 60 ps.
- Total power normalized to cell area comes to approximately 900 nW/um^2.
- The flip-flop and latch count after synthesis is 16.
- The row count is 29.
- 24 I/O pins were placed.
- The die covers approximately 10000 sq um.
- The sequential element share of the synthesized area is 0.561.
- Dividing the detail-routed wire length by the instance count gives 10.1 um.
- The number of detailed-route iterations in the first pass is 4.
- The worst setup path is captured at a primary output.
- The slowest stage of the critical path belongs to the cell clkdlybuf4s50_1.
- The synthesized netlist cell count is 64.
- The final antenna-violating net count is 0.
- The critical path endpoint has a required time of 1200 ps.
- Per STA, the highest per-stage delay on the worst path measures ~480 ps.
- The critical-path maximum fanout is 3.
- The area fraction in mux cells is 0.182.
- For the worst-skew pair, the clock arrives at the later sink with an insertion delay of ~240 ps.
- The largest voltage drop on the vdd net is 0.000544 V.
- The category of cells accounting for the largest share of critical-path delay is buffers and inverters.
- The final critical path time including I/O delays and setup is between 1000 and 1500 ps.
- Dividing the synthesized area by the synthesized cell count gives between 10 and 15 sq um.
- Dividing the final minimum period by the clock period gives 0.940.
- Entering global routing, the biggest net connects 19 pins.
- The last weighted congestion value of the routability-driven placer is ~0.74.
- Listed in order, past its start point the critical path passes clkdlybuf4s50_1.
- For reference, the top cells by area after synthesis are dfrtp_1 56%, mux2i_1 18%, nand2_1 7.9%.
- The buffer and inverter count on the worst path is 1.
- The finished cells cover 1070 sq um.
- The initial antenna violation count is 0.
- The overall track demand over capacity in global routing is 0.0324.
- Setup slack on the worst path after placement came out at around 110 ps.
- The fraction of the mapped netlist area in adder cells is 0.
- The actual transition at the worst max-transition pin is 223 ps.
- Per the detail_route report, DRC violations left total 0.
- The width of the die is 100 um.
- The CTS buffer count is 3.
- The xor and xnor fraction of the mapped netlist area is 0.
- The effective utilization at floorplan is 0.114.
- After detailed routing, the number of vias per cell comes to approximately 3.2.
- Once placement finished, the instance area stood at about 1000 sq um.
- According to the floorplan report, the die height is ~100 um.
- The clock tree has to reach 16 sinks.
- The number of maximum-capacitance violations recorded for the run is 0.
- The growth of design area from synthesis to finish is 49.8%.
- The area fraction of the dominant cell type after synthesis is 0.561.
- Measured against its own limit, the worst slew margin works out to 0.852.
- The clock tree root driver cell is clkbuf_8.
- The worst setup path is of the flop to primary output kind.
- The count of pins over their slew limit is 0.
- CTS reports a maximum clock tree buffer depth of 2.
- The highest clock rate this design can be run at is a little over 700 MHz.
- The final timing report lists a hold violation count of 0.
- The type of origin of the critical path is a flop.
- The simple-gate share of the synthesized area is 0.0789.
- Once the clock tree was built, the setup fixing pass inserted 0 buffers.
- The number of setup violations in the final report is 0.
- The min-delay analysis places its worst path in the category input port to async pin.
- Setup repair after global routing left no endpoint under its margin.
- Counting distinct cell types in the post-synthesis netlist gives 12.
- TritonCTS built the clock tree.
- The first global-routing pass estimated 2750 um of wire.
- The via count of the first global-routing pass is about 570.
- Among the non-sequential cells, multiplexers take the most area.
- The warning tally printed by Yosys for this design is 1.
- Before any placement, the netlist area is recorded as about 710 sq um.
- The fraction of final layout cells sized beyond drive strength 1 is 0.0682.
- The synthesis area per yosys is a little over 700 sq um.
- The cell-mix breakdown from Yosys lists the compound-gate area share as 0.0877.
- Yosys stat counts roughly 64 cells in the synthesized netlist.
- The initial DRC count is 21.
==> area by class of cell <==
type / count / area [sq um] / share of cell area
flip-flops and latches: 16 / 400 / 0.375
repair buffers: 26 / 267 / 0.249
multi-input cells: 39 / 249 / 0.233
well taps: 77 / 96.3 / 0.0902
clock buffers: 3 / 41.3 / 0.0386
inverters: 4 / 15.0 / 0.0141
==> final timing paths <==
check | to | depth (start not counted) | start | slack (ps)
setup / recovery | pdata_out[1] | 1 | pdata_out[1] | 90
min in group clk0 | done_reg[7] | 1 | done_reg[7] | 490
setup reg to reg | pdata_out[0] | 2 | pdata_out[1] | 750
hold / removal | done_reg[1] | 2 | n_reset_in | 380
max in group asynchronous | pdata_out[1] | 2 | n_reset_in | 930
hold reg to reg | done_reg[7] | 1 | done_reg[7] | 490
==> logic make-up after synthesis <==
| family | Yosys count |
|---|---|
| buffers and inverters | 9 |
| AND/OR/NAND/NOR | 15 |
| AND-OR/OR-AND | 11 |
| multiplexers | 13 |
| flip-flops | 16 |
==> routing by layer <==
layer  GRT usage  wire length [um]  part of all wire  up-vias
met4     0.00435                23             0.014        0
met1      0.0381               679              0.41      258
met3      0.0118               100             0.060        2
li1            -                 -                 -      261
met5           0                 0                 0        -
met2      0.0567               862              0.52       15
==> stage by stage <==
| step | instances | total power, mW | util | hold slack [ps] |
|---|---|---|---|---|
| floorplan | 64 | 0.550 | - | 4.41 |
| global placement | 162 | 0.657 | 0.163 | 468 |
| detailed placement | 162 | 0.658 | 0.163 | 473 |
| CTS | 165 | 0.973 | 0.170 | 388 |
| global route | 165 | 1.02 | 0.170 | 399 |
| finish | 165 | 0.953 | 0.170 | 383 |
==> cell usage after synthesis, drive strengths merged <==
cell type and number:
dfrtp 16, nand2 15, mux2i 13, o21ai 8, buf 5, inv 4
o211ai 2, a21o 1
==> power by group <==
group          switching [mW]  total, mW  internal (mW)
Clock                   0.131      0.309          0.177
Sequential             0.0216      0.483          0.461
Combinational          0.0547      0.161          0.107
Total                   0.208      0.953          0.745
==> cells in the final DEF, fill, tap and decap left out <==
master and count:
a21o_1 1, buf_12 1, buf_4 2, clkbuf_8 3
clkdlybuf4s50_1 21, dfrtp_1 16, dlygate4sd2_1 1, dlymetal6s2s_1 1
inv_1 4, mux2i_1 13, nand2_1 15, o211ai_1 2
o21ai_0 5, o21ai_1 3
==> what timing repair did <==
| item | CTS | global route |
|---|---|---|
| hold buffers | 0 | 0 |
| resized | 1 | 1 |
| setup endpoints to repair | 1 | 1 |
Power and IR drop assume default switching activity.
