[design/flow/design.v]
module fifo16x8(
  input clock_in,                    
  input n_reset_in,                  
  input write_in,                    
  input [7:0] wdata_in,              
  input read_in,                     
  output reg [7:0] rdata_out,        
  output wire readable_out,           
  output wire writable_out            
);
reg [3:0] rptr;
reg [3:0] wptr;
reg [4:0] avail;     
wire full = (avail == 0);
wire empty = (avail == 16);
assign writable_out = !full;
assign readable_out = !empty;
wire read = (read_in && !empty);
wire write = (write_in && read) || (write_in && !full);
reg [7:0] buffer [0:15];   
always @ (posedge clock_in, negedge n_reset_in)
begin
  if (!n_reset_in) begin
    rptr <= 0;
    wptr <= 0;
    avail <= 16;
    rdata_out <= 0;
  end
  else begin
    if (write) begin  
      buffer[wptr] <= wdata_in;
      wptr <= wptr + 1;
    end
    if (read) begin
      rdata_out <= buffer[rptr];
      rptr <= rptr + 1;
    end
    if (read && !write) avail <= avail + 1;
    else if (write && !read) avail <= avail - 1;
  end
end
endmodule
[design/flow/run.sh]
#!/bin/bash
# OpenROAD 26Q1-2900-gdf79404cd8, Yosys 0.63+post, stock flow scripts
make -C /OpenROAD-flow-scripts/flow DESIGN_CONFIG=/design/flow/config.mk WORK_HOME=/design/flow/orfs finish
[design/flow/config.mk]
export PLATFORM = sky130hd
export DESIGN_NAME = fifo16x8
export DESIGN_NICKNAME = fifo16x8
export VERILOG_FILES = /design/flow/design.v
export SDC_FILE = /design/flow/constraint.sdc
export NUM_CORES = 4
export LEC_CHECK = 1
export CORE_UTILIZATION = 40
[design/flow/constraint.sdc]
current_design fifo16x8

set clk_period 3.4
set clk_io_pct 0.2

create_clock -name clk0 -period $clk_period [get_ports {clock_in}]

set non_clock_inputs [all_inputs -no_clocks]
set_input_delay [expr $clk_period * $clk_io_pct] -clock clk0 $non_clock_inputs
set_output_delay [expr $clk_period * $clk_io_pct] -clock clk0 [all_outputs]
==> Changelog: implementation <==
### Physical design

* Outcome: finished, final reports clean
* Hold-fix buffers at CTS at 0
* First-pass GRT wire length at 21870 um
* Setup TNS at 0 ps
* PostCTS Resize Cnt at 0
* Clk_skew at 8.303 ps
* CP max FO at 6
* Remaining routing DRC violations at 0
* Synth cell types at 53
* DP Wirelength at 8839 um
* Max-Cap Viols at 0
* Area leader share at a little over three fifths
* Worst Hold Depth at 2
* Die Size at approximately 0.016 mm2
* Number of enable flip-flop cells at roughly 130
* Initial DRC count at around 300
* Max_slew headroom at 42.91%
* Vias in the first global route at between 3000 and 4000
* GRT Util Overall at approximately 20%
* Synth Instances at 404
* Ys async rst share at 14.09%
* Leakage power at around 2.5 nW
* First drt pass iteration count at 5
* Pwr dens at between 800 and 900 mW/mm2
* Rows at 44
* Top FF cell, synth: edfxtp_1
* Clk sink count at 149
* H-tree depth at 4
* Required @ worst endpoint at 3720 ps
* WS Path Type: in2reg
* Post-Syn Area at 0.006145 mm2
* Finished Layout Cells at 646
* YS chip area at between 0.006 and 0.007 mm2
* Total CTS buffers at 17
* Fp_density at a little over two fifths
* Wire per inst at about 21 um
* Max Fclk at 0.3776 GHz
* Antenna cells at 0
* Area delta synth->final at 18.65%
* CTS tree: done
* Share of cells above drive strength 1 at 14.72%
* Setup bufs post-CTS at 0
* Max clock buf depth at 2
* Setup crit start kind: input pin
* RSZ-0062 raised after global routing: no
* Ys cells at 404
* CP Capture Type: flip-flop
* DR vias at 3635
* I/O pin cnt at 22
* Register share after synthesis at 71.13%
* Core area at 0.01475 mm2
* Worst Path Arrival at 2960 ps
* Cell taking the most area after synthesis: edfxtp_1
* PortBufs at 21
* Peak supply drop at approximately 0.0004 V
* Hold/Removal Path Class: reg2reg
* Ys flops at between 100 and 150
* R2r setup slk at 850 ps
* Max-slew violation count at 0
* Total Wirelength at 13620 um
* Tool Warnings at 31
* Placed cells at 614
* Clk slew on worst S/H paths at about 60 ps
* YS warnings at 2
* Mapped Avg Cell Area at 15.21 um2
* Final min period at approximately 2600 ps
* Hold Vio Cnt, Final at 0
* Die Ht at 125.9 um
* Final ANT Viol Nets at 0
* Tcrit/Tclk final at ~78%
* Top cells by area: edfxtp_1 63%, dfrtp_1 8.1%, mux2i_1 2.8%
* DR vias/cell at between 5 and 6
* Initial antenna violation count at 0
* CTS Root Cell: clkbuf_16
* Setup violators final at 0
* Clock Latency Late Sink at 410 ps
* GR Overflow Total at 0
* Die W at around 130 um
* GP Congestion at 0.8616
* Worst Tran Pin Value at 856.4 ps
* Worst reg2reg path depth at 6
* Largest net degree at the start of global routing at 29
## layer usage
metal	vias to the layer above	part of all wire, %	track usage [%]	routed length (um)
met3	9	13	12.42	1745
met5	-	0	0	0
met1	1780	42	29.56	5757
met4	0	1.1	2.126	150
met2	158	44	27.59	5967
li1	1688	-	-	-
## Yosys cell counts (5+ instances only)
cell type / number
a211oi_1: 10
a21oi_1: 18
a221oi_1: 5
a222oi_1: 10
a22oi_1: 16
buf_2: 7
clkbuf_1: 13
dfrtp_1: 20
edfxtp_1: 128
ha_1: 11
inv_1: 7
mux2i_1: 17
nand2_1: 29
nand2b_1: 5
nand3b_1: 5
nor2_1: 22
nor3_1: 7
o22ai_1: 5
xnor2_1: 8
## power breakdown
group	switching [mW]	leakage, nW	internal (mW)
sequential	0.225	1.40	2.21
clock	0.695	0.284	1.15
combinational	1.12	0.836	0.808
## through the flow
| step | hold WS [ps] | setup slack [ps] | instance area (um2) | utilization [%] | power (mW) |
|---|---|---|---|---|---|
| 2_1_floorplan | 384.4 | 587.9 | 6145 | - | 3.680 |
| 3_3_place_gp | 566.0 | 379.9 | 6700 | 45.41 | 4.354 |
| 3_5_place_dp | 581.9 | 330.7 | 6700 | 45.41 | 4.381 |
| 4_1_cts | 586.8 | 744.7 | 7291 | 49.41 | 6.227 |
| 5_1_grt | 624.0 | 591.1 | 7291 | 49.41 | 6.576 |
| 6_report | 590.7 | 751.6 | 7291 | 49.41 | 6.200 |
## placed cells by master, fill, tap and decap left out, types with 5 or more instances in the layout
master | Yosys | layout
a211oi_1 | 10 | 10
a21oi_1 | 18 | 18
a221oi_1 | 5 | 5
a222oi_1 | 10 | 10
a22oi_1 | 16 | 16
buf_4 | 1 | 29
clkbuf_16 | 0 | 17
clkdlybuf4s50_1 | 0 | 21
dfrtp_1 | 20 | 20
edfxtp_1 | 128 | 128
ha_1 | 11 | 11
inv_1 | 7 | 7
mux2i_1 | 17 | 17
nand2_1 | 29 | 29
nand2b_1 | 5 | 5
nand3b_1 | 5 | 5
nor2_1 | 22 | 22
nor3_1 | 7 | 7
o22ai_1 | 5 | 5
xnor2_1 | 8 | 8
## final cells by class
type / count / area (um2)
clock buffer: 19 / 432.9
clock inverter: 13 / 157.7
fill: 1221 / 7463
inverter: 7 / 26.28
multi-input combinational: 224 / 1645
sequential: 149 / 4370
tap: 184 / 230.2
timing repair buffer: 50 / 427.9
## sequential cells by signal (all words and copies together), names as in the netlist
register,flops
wptr,4
buffer,128
avail,5
rdata_out,8
rptr,4
## worst paths after layout
kind                              start            to
setup / recovery                read_in      avail[4]
hold / removal             buffer[0][6]  rdata_out[6]
setup reg to reg                rptr[0]  rdata_out[7]
hold reg to reg            buffer[0][6]  rdata_out[6]
max in group asynchronous    n_reset_in      avail[4]
min in group asynchronous    n_reset_in      avail[0]
## cell families (layout without fill, tap and decap cells)
logic type,Yosys count,after routing,share of synthesized area (%)
compound gates,94,94,11.44
xor+xnor,9,9,1.283
fa+ha+maj,12,12,2.566
buf+inv,31,89,2.097
flops,149,149,71.13
mux,24,24,4.602
simple gates,85,85,6.882
## critical path, stage by stage
cell             delay, ps
clkdlybuf4s50_1        610
a21boi_4               220
nand2_1                140
fa_1                   430
a21o_1                 190
a2111o_1               430
a221oi_1               280
No activity file was given, so power comes from the tool's default toggle rates.
